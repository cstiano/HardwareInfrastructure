### design/flow/design.v
module muxMemToReg (sel, S, E0, E1, E2, E3, E4);
input [2:0]sel;
input [31:0]E0;
input [31:0]E1;
input [31:0]E2;
input [31:0]E3;
input [31:0]E4;
output [31:0]S;
assign S[0] = (((~sel[0] & ~sel[1] & ~sel[2] ) & E0[0]) | ((sel[0] & ~sel[1] & ~sel[2] ) & E1[0]) | ((~sel[0] & sel[1] & ~sel[2] ) & E2[0]) | ((sel[0] & sel[1] & ~sel[2] ) & E3[0]) | ((~sel[0] & ~sel[1] & sel[2] ) & E4[0]));
assign S[1] = (((~sel[0] & ~sel[1] & ~sel[2] ) & E0[1]) | ((sel[0] & ~sel[1] & ~sel[2] ) & E1[1]) | ((~sel[0] & sel[1] & ~sel[2] ) & E2[1]) | ((sel[0] & sel[1] & ~sel[2] ) & E3[1]) | ((~sel[0] & ~sel[1] & sel[2] ) & E4[1]));
assign S[2] = (((~sel[0] & ~sel[1] & ~sel[2] ) & E0[2]) | ((sel[0] & ~sel[1] & ~sel[2] ) & E1[2]) | ((~sel[0] & sel[1] & ~sel[2] ) & E2[2]) | ((sel[0] & sel[1] & ~sel[2] ) & E3[2]) | ((~sel[0] & ~sel[1] & sel[2] ) & E4[2]));
assign S[3] = (((~sel[0] & ~sel[1] & ~sel[2] ) & E0[3]) | ((sel[0] & ~sel[1] & ~sel[2] ) & E1[3]) | ((~sel[0] & sel[1] & ~sel[2] ) & E2[3]) | ((sel[0] & sel[1] & ~sel[2] ) & E3[3]) | ((~sel[0] & ~sel[1] & sel[2] ) & E4[3]));
assign S[4] = (((~sel[0] & ~sel[1] & ~sel[2] ) & E0[4]) | ((sel[0] & ~sel[1] & ~sel[2] ) & E1[4]) | ((~sel[0] & sel[1] & ~sel[2] ) & E2[4]) | ((sel[0] & sel[1] & ~sel[2] ) & E3[4]) | ((~sel[0] & ~sel[1] & sel[2] ) & E4[4]));
assign S[5] = (((~sel[0] & ~sel[1] & ~sel[2] ) & E0[5]) | ((sel[0] & ~sel[1] & ~sel[2] ) & E1[5]) | ((~sel[0] & sel[1] & ~sel[2] ) & E2[5]) | ((sel[0] & sel[1] & ~sel[2] ) & E3[5]) | ((~sel[0] & ~sel[1] & sel[2] ) & E4[5]));
assign S[6] = (((~sel[0] & ~sel[1] & ~sel[2] ) & E0[6]) | ((sel[0] & ~sel[1] & ~sel[2] ) & E1[6]) | ((~sel[0] & sel[1] & ~sel[2] ) & E2[6]) | ((sel[0] & sel[1] & ~sel[2] ) & E3[6]) | ((~sel[0] & ~sel[1] & sel[2] ) & E4[6]));
assign S[7] = (((~sel[0] & ~sel[1] & ~sel[2] ) & E0[7]) | ((sel[0] & ~sel[1] & ~sel[2] ) & E1[7]) | ((~sel[0] & sel[1] & ~sel[2] ) & E2[7]) | ((sel[0] & sel[1] & ~sel[2] ) & E3[7]) | ((~sel[0] & ~sel[1] & sel[2] ) & E4[7]));
assign S[8] = (((~sel[0] & ~sel[1] & ~sel[2] ) & E0[8]) | ((sel[0] & ~sel[1] & ~sel[2] ) & E1[8]) | ((~sel[0] & sel[1] & ~sel[2] ) & E2[8]) | ((sel[0] & sel[1] & ~sel[2] ) & E3[8]) | ((~sel[0] & ~sel[1] & sel[2] ) & E4[8]));
assign S[9] = (((~sel[0] & ~sel[1] & ~sel[2] ) & E0[9]) | ((sel[0] & ~sel[1] & ~sel[2] ) & E1[9]) | ((~sel[0] & sel[1] & ~sel[2] ) & E2[9]) | ((sel[0] & sel[1] & ~sel[2] ) & E3[9]) | ((~sel[0] & ~sel[1] & sel[2] ) & E4[9]));
assign S[10] = (((~sel[0] & ~sel[1] & ~sel[2] ) & E0[10]) | ((sel[0] & ~sel[1] & ~sel[2] ) & E1[10]) | ((~sel[0] & sel[1] & ~sel[2] ) & E2[10]) | ((sel[0] & sel[1] & ~sel[2] ) & E3[10]) | ((~sel[0] & ~sel[1] & sel[2] ) & E4[10]));
assign S[11] = (((~sel[0] & ~sel[1] & ~sel[2] ) & E0[11]) | ((sel[0] & ~sel[1] & ~sel[2] ) & E1[11]) | ((~sel[0] & sel[1] & ~sel[2] ) & E2[11]) | ((sel[0] & sel[1] & ~sel[2] ) & E3[11]) | ((~sel[0] & ~sel[1] & sel[2] ) & E4[11]));
assign S[12] = (((~sel[0] & ~sel[1] & ~sel[2] ) & E0[12]) | ((sel[0] & ~sel[1] & ~sel[2] ) & E1[12]) | ((~sel[0] & sel[1] & ~sel[2] ) & E2[12]) | ((sel[0] & sel[1] & ~sel[2] ) & E3[12]) | ((~sel[0] & ~sel[1] & sel[2] ) & E4[12]));
assign S[13] = (((~sel[0] & ~sel[1] & ~sel[2] ) & E0[13]) | ((sel[0] & ~sel[1] & ~sel[2] ) & E1[13]) | ((~sel[0] & sel[1] & ~sel[2] ) & E2[13]) | ((sel[0] & sel[1] & ~sel[2] ) & E3[13]) | ((~sel[0] & ~sel[1] & sel[2] ) & E4[13]));
assign S[14] = (((~sel[0] & ~sel[1] & ~sel[2] ) & E0[14]) | ((sel[0] & ~sel[1] & ~sel[2] ) & E1[14]) | ((~sel[0] & sel[1] & ~sel[2] ) & E2[14]) | ((sel[0] & sel[1] & ~sel[2] ) & E3[14]) | ((~sel[0] & ~sel[1] & sel[2] ) & E4[14]));
assign S[15] = (((~sel[0] & ~sel[1] & ~sel[2] ) & E0[15]) | ((sel[0] & ~sel[1] & ~sel[2] ) & E1[15]) | ((~sel[0] & sel[1] & ~sel[2] ) & E2[15]) | ((sel[0] & sel[1] & ~sel[2] ) & E3[15]) | ((~sel[0] & ~sel[1] & sel[2] ) & E4[15]));
assign S[16] = (((~sel[0] & ~sel[1] & ~sel[2] ) & E0[16]) | ((sel[0] & ~sel[1] & ~sel[2] ) & E1[16]) | ((~sel[0] & sel[1] & ~sel[2] ) & E2[16]) | ((sel[0] & sel[1] & ~sel[2] ) & E3[16]) | ((~sel[0] & ~sel[1] & sel[2] ) & E4[16]));
assign S[17] = (((~sel[0] & ~sel[1] & ~sel[2] ) & E0[17]) | ((sel[0] & ~sel[1] & ~sel[2] ) & E1[17]) | ((~sel[0] & sel[1] & ~sel[2] ) & E2[17]) | ((sel[0] & sel[1] & ~sel[2] ) & E3[17]) | ((~sel[0] & ~sel[1] & sel[2] ) & E4[17]));
assign S[18] = (((~sel[0] & ~sel[1] & ~sel[2] ) & E0[18]) | ((sel[0] & ~sel[1] & ~sel[2] ) & E1[18]) | ((~sel[0] & sel[1] & ~sel[2] ) & E2[18]) | ((sel[0] & sel[1] & ~sel[2] ) & E3[18]) | ((~sel[0] & ~sel[1] & sel[2] ) & E4[18]));
assign S[19] = (((~sel[0] & ~sel[1] & ~sel[2] ) & E0[19]) | ((sel[0] & ~sel[1] & ~sel[2] ) & E1[19]) | ((~sel[0] & sel[1] & ~sel[2] ) & E2[19]) | ((sel[0] & sel[1] & ~sel[2] ) & E3[19]) | ((~sel[0] & ~sel[1] & sel[2] ) & E4[19]));
assign S[20] = (((~sel[0] & ~sel[1] & ~sel[2] ) & E0[20]) | ((sel[0] & ~sel[1] & ~sel[2] ) & E1[20]) | ((~sel[0] & sel[1] & ~sel[2] ) & E2[20]) | ((sel[0] & sel[1] & ~sel[2] ) & E3[20]) | ((~sel[0] & ~sel[1] & sel[2] ) & E4[20]));
assign S[21] = (((~sel[0] & ~sel[1] & ~sel[2] ) & E0[21]) | ((sel[0] & ~sel[1] & ~sel[2] ) & E1[21]) | ((~sel[0] & sel[1] & ~sel[2] ) & E2[21]) | ((sel[0] & sel[1] & ~sel[2] ) & E3[21]) | ((~sel[0] & ~sel[1] & sel[2] ) & E4[21]));
assign S[22] = (((~sel[0] & ~sel[1] & ~sel[2] ) & E0[22]) | ((sel[0] & ~sel[1] & ~sel[2] ) & E1[22]) | ((~sel[0] & sel[1] & ~sel[2] ) & E2[22]) | ((sel[0] & sel[1] & ~sel[2] ) & E3[22]) | ((~sel[0] & ~sel[1] & sel[2] ) & E4[22]));
assign S[23] = (((~sel[0] & ~sel[1] & ~sel[2] ) & E0[23]) | ((sel[0] & ~sel[1] & ~sel[2] ) & E1[23]) | ((~sel[0] & sel[1] & ~sel[2] ) & E2[23]) | ((sel[0] & sel[1] & ~sel[2] ) & E3[23]) | ((~sel[0] & ~sel[1] & sel[2] ) & E4[23]));
assign S[24] = (((~sel[0] & ~sel[1] & ~sel[2] ) & E0[24]) | ((sel[0] & ~sel[1] & ~sel[2] ) & E1[24]) | ((~sel[0] & sel[1] & ~sel[2] ) & E2[24]) | ((sel[0] & sel[1] & ~sel[2] ) & E3[24]) | ((~sel[0] & ~sel[1] & sel[2] ) & E4[24]));
assign S[25] = (((~sel[0] & ~sel[1] & ~sel[2] ) & E0[25]) | ((sel[0] & ~sel[1] & ~sel[2] ) & E1[25]) | ((~sel[0] & sel[1] & ~sel[2] ) & E2[25]) | ((sel[0] & sel[1] & ~sel[2] ) & E3[25]) | ((~sel[0] & ~sel[1] & sel[2] ) & E4[25]));
assign S[26] = (((~sel[0] & ~sel[1] & ~sel[2] ) & E0[26]) | ((sel[0] & ~sel[1] & ~sel[2] ) & E1[26]) | ((~sel[0] & sel[1] & ~sel[2] ) & E2[26]) | ((sel[0] & sel[1] & ~sel[2] ) & E3[26]) | ((~sel[0] & ~sel[1] & sel[2] ) & E4[26]));
assign S[27] = (((~sel[0] & ~sel[1] & ~sel[2] ) & E0[27]) | ((sel[0] & ~sel[1] & ~sel[2] ) & E1[27]) | ((~sel[0] & sel[1] & ~sel[2] ) & E2[27]) | ((sel[0] & sel[1] & ~sel[2] ) & E3[27]) | ((~sel[0] & ~sel[1] & sel[2] ) & E4[27]));
assign S[28] = (((~sel[0] & ~sel[1] & ~sel[2] ) & E0[28]) | ((sel[0] & ~sel[1] & ~sel[2] ) & E1[28]) | ((~sel[0] & sel[1] & ~sel[2] ) & E2[28]) | ((sel[0] & sel[1] & ~sel[2] ) & E3[28]) | ((~sel[0] & ~sel[1] & sel[2] ) & E4[28]));
assign S[29] = (((~sel[0] & ~sel[1] & ~sel[2] ) & E0[29]) | ((sel[0] & ~sel[1] & ~sel[2] ) & E1[29]) | ((~sel[0] & sel[1] & ~sel[2] ) & E2[29]) | ((sel[0] & sel[1] & ~sel[2] ) & E3[29]) | ((~sel[0] & ~sel[1] & sel[2] ) & E4[29]));
assign S[30] = (((~sel[0] & ~sel[1] & ~sel[2] ) & E0[30]) | ((sel[0] & ~sel[1] & ~sel[2] ) & E1[30]) | ((~sel[0] & sel[1] & ~sel[2] ) & E2[30]) | ((sel[0] & sel[1] & ~sel[2] ) & E3[30]) | ((~sel[0] & ~sel[1] & sel[2] ) & E4[30]));
assign S[31] = (((~sel[0] & ~sel[1] & ~sel[2] ) & E0[31]) | ((sel[0] & ~sel[1] & ~sel[2] ) & E1[31]) | ((~sel[0] & sel[1] & ~sel[2] ) & E2[31]) | ((sel[0] & sel[1] & ~sel[2] ) & E3[31]) | ((~sel[0] & ~sel[1] & sel[2] ) & E4[31]));
endmodule
### design/flow/run.sh
#!/bin/bash
# OpenROAD 26Q1-2900-gdf79404cd8, Yosys 0.63+post, stock flow scripts
make -C /OpenROAD-flow-scripts/flow DESIGN_CONFIG=/design/flow/config.mk WORK_HOME=/design/flow/orfs finish
### design/flow/config.mk
export PLATFORM = sky130hd
export DESIGN_NAME = muxMemToReg
export DESIGN_NICKNAME = muxMemToReg
export VERILOG_FILES = /design/flow/design.v
export SDC_FILE = /design/flow/constraint.sdc
export NUM_CORES = 4
export LEC_CHECK = 1
export CORE_AREA = 10 10 84 84
export DIE_AREA = 0 0 94 94
### design/flow/constraint.sdc
current_design muxMemToReg

set clk_period 4.2
set clk_io_pct 0.2

create_clock -name clk0 -period $clk_period

set non_clock_inputs [all_inputs -no_clocks]
set_input_delay [expr $clk_period * $clk_io_pct] -clock clk0 $non_clock_inputs
set_output_delay [expr $clk_period * $clk_io_pct] -clock clk0 [all_outputs]
==> flow_metrics.py <==
# Metrics from the implementation run
metrics = {
    "timing": {
        "setup_repair_after_global_routing_missed_its_margin": "false",
        "fin_crit_sh_pct": 90.5,
        "slew-limit-headroom_pct": 49.5,
        "fmax_mhz": 263,
        "timing_hold_violations_final": 0,
        "fin_setup_tns_ns": 0,
        "worstMarginPinSlew_ns": 0.758,
        "report.final.setup_viol": 0,
        "finalMaxSlewViolations": 0,
        "setup_slack_ns": 0.401,
        "final_critical_path_time_including_i_o_delays_and_setup_ns": 3.80,
    },
    "yosys": {
        "post_synth_mux_area_share_pct": 28.3,
        "synth.comb.largest_family": "AND-OR/OR-AND gates",
        "synth.top_cells.by_count": "32 x mux2i_1, 21 x a221o_1, 21 x o2bb2ai_1",
        "netlist_area_um2": 1130,
        "synth-simple-area-share_pct": 10.6,
        "yosys_cells": 134,
        "synth_seq_share_pct": 0,
        "yosysWarnings": 0,
        "synth_cell_types": 15,
        "synth-area-yosys_um2": 1130,
        "post_synth_main_area_contributors": "mux2i_1 28%, a221o_1 19%, o2bb2ai_1 16%, o221ai_1 8.5%, a22oi_1 7.3%",
        "ys_sh_aoi_pct": 50.6,
        "post-synth-top-area-fraction_pct": 28.3,
        "synth.largest_area_cell": "mux2i_1",
        "syn_inst": 134,
        "synth.avg_cell_area_um2": 8.46,
        "most_common_cell": "mux2i_1",
        "ys_sh_adder_pct": 0,
        "post_synth_xor_area_fraction_pct": 0,
    },
    "worst_setup_path": {
        "worstSetupEndpoint": "S[20]",
        "critical_path_required_ns": 3.36,
        "worst-endpoint-arrival_ns": 2.96,
        "critical-path-slowest-cell": "clkdlybuf4s50_1",
        "worst-path-max-fanout": 21,
        "timing_worst_setup_path_type": "primary input to primary output",
        "critPathCaptureType": "primary output",
        "timing.critical_path.cells": "clkdlybuf4s50_1, buf_4, nor3b_2, buf_4, a221o_1, clkdlybuf4s50_1",
        "max_stage_delay_ns": 0.63,
        "critical_path.startpoint": "sel[2]",
        "critPathLaunchType": "primary input",
    },
    "grt": {
        "grt_max_degree": 24,
        "groute.usage.overall_pct": 18.0,
        "grt_antenna_before_repair": 0,
        "first_pass_grt_wire_length_um": 12700,
        "vias_in_the_first_global_route": 2074,
        "gr-total-overflow": 0,
    },
    "detailed_routing": {
        "drt-total-wl_um": 8680,
        "antenna_violating_nets_post_route": 0,
        "drt_first_iter_violations": 70,
        "route.detailed.vias_per_inst": 5.10,
        "remaining_drc_errors": 0,
        "routed_vias": 1980,
        "n_antenna_cell": 0,
        "iteration_tally_of_the_first_detailed_router_pass": 6,
        "routed_wire_length_per_instance_um": 22.4,
    },
    "power": {
        "maximum_ir_drop_on_the_vdd_rail_uv": 43.0,
        "post-layout-total-power_mw": 0.309,
        "power_leakage_nw": 1.16,
        "p_per_area_nw_per_um2": 99.2,
    },
    "job": {
        "log.warning_count": 33,
        "max_cap_viol_count": 0,
    },
    "layout": {
        "post_route_cells_drive_above_1_share_pct": 3.46,
        "final_area_um2": 3120,
        "num-fill-cells": 487,
        "sequential_cell_total": 0,
        "area_growth_pct": 175,
        "regArea_um2": 0,
        "layout.clock_buffers": 0,
        "fin_cells": 388,
    },
    "die": {
        "die_w_um": 94,
        "chip_area_um2": 8840,
        "core_area_um2": 5200,
        "die_h_um": 94,
        "i_o_pin_count": 195,
        "core_util_floorplan_pct": 21.8,
        "rows": 26,
    },
    "hold_path": {
        "min-delay-path-class": "primary input to primary output",
        "hold_path.startpoint": "E3[18]",
    },
    "placement": {
        "numPortBuffers": 195,
        "gp_congestion": 0.835,
        "dpl.cell_count": 388,
        "post_place_worst_slack_ns": 0.388,
        "hpwlAfterDp_um": 7360,
        "dpl_cell_area_um2": 3120,
    },
    "clocking": {
        "hold_buffer_count_at_cts": 0,
        "cts_post_setup_buffers_inserted": 0,
        "cts_resizes": 0,
    },
    "outcome": {
        "outcome": "complete, no violations",
    },
}
## worst min-delay path by stage
stage        to  slack [ns]  cells after the start
5_1_grt    S[2]        2.73                      4
6_report  S[18]        2.67                      4
4_1_cts   S[18]        2.69                      4
## cell families (layout without fill, tap and decap cells)
group                  Yosys count  after routing
multiplexers                    32             32
buffers and inverters           19            203
AND-OR/OR-AND                   64             64
AND/OR/NAND/NOR                 19             19
## area by class of cell
| type | instances | area [um2] | share of cell area (%) |
|---|---|---|---|
| multi-input cells | 115 | 1020 | 32.7 |
| well taps | 70 | 87.6 | 2.81 |
| repair buffers | 203 | 2010 | 64.5 |
## metal layers
layer | vias to the layer above | global-route usage, % | wire [um]
li1 | 958 | - | -
met1 | 883 | 22.2 | 3560
met2 | 133 | 29.5 | 3910
met3 | 6 | 7.75 | 1120
met4 | 0 | 1.77 | 88
met5 | - | 0 | 0
## cells in the final DEF (no fill, tap or decap)
master	count
nor2b_1	3
o221ai_1	11
or2_1	2
o2bb2ai_1	21
nand3_1	11
and3b_4	1
mux2i_1	32
a221o_1	21
clkdlybuf4s50_1	195
a22oi_1	11
nor2b_4	1
buf_4	8
nor3b_2	1
## power by group
group | leakage [nW] | switching [mW] | internal, mW | total (mW)
Combinational | 1.16 | 0.0814 | 0.228 | 0.309
Clock | 0 | 0 | 0 | 0
Sequential | 0 | 0 | 0 | 0
## through the flow
| step | hold WS (ns) | util, % |
|---|---|---|
| finish | 2.67 | 59.9 |
| global route | 2.73 | 59.9 |
| floorplan | 1.77 | - |
| global placement | 2.68 | 59.9 |
| CTS | 2.69 | 59.9 |
| detailed placement | 2.68 | 59.9 |
## critical path: cells and delay by family
kind | cells | cell delay [ns]
buf+inv | 4 | 1.68
compound gates | 1 | 0.36
simple gates | 1 | 0.08
Power is estimated from default activity; no workload was simulated.
