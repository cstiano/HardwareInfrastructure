File: ./run.sh
#!/bin/bash
# OpenROAD 26Q1-2900-gdf79404cd8, Yosys 0.63+post, stock flow scripts
make -C /OpenROAD-flow-scripts/flow DESIGN_CONFIG=/design/flow/config.mk WORK_HOME=/design/flow/orfs finish
File: ./config.mk
export PLATFORM = sky130hd
export DESIGN_NAME = muxPCSource
export DESIGN_NICKNAME = muxPCSource
export VERILOG_FILES = /design/flow/design.v
export SDC_FILE = /design/flow/constraint.sdc
export NUM_CORES = 4
export LEC_CHECK = 1
export CORE_AREA = 10 10 84 84
export DIE_AREA = 0 0 94 94
File: ./constraint.sdc
current_design muxPCSource

set clk_period 5.2
set clk_io_pct 0.2

create_clock -name clk0 -period $clk_period

set non_clock_inputs [all_inputs -no_clocks]
set_input_delay [expr $clk_period * $clk_io_pct] -clock clk0 $non_clock_inputs
set_output_delay [expr $clk_period * $clk_io_pct] -clock clk0 [all_outputs]
File: ./design.v
module muxPCSource (sel, S, E0, E1, E2, E3, E4);
input [2:0]sel;
input [31:0]E0;
input [31:0]E1;
input [31:0]E2;
input [31:0]E3;
input [31:0]E4;
output [31:0]S;
assign S[0] = (((~sel[0] & ~sel[1] & ~sel[2] ) & E0[0]) | ((sel[0] & ~sel[1] & ~sel[2] ) & E1[0]) | ((~sel[0] & sel[1] & ~sel[2] ) & E2[0]) | ((sel[0] & sel[1] & ~sel[2] ) & E3[0]) | ((~sel[0] & ~sel[1] & sel[2] ) & E4[0]));
assign S[1] = (((~sel[0] & ~sel[1] & ~sel[2] ) & E0[1]) | ((sel[0] & ~sel[1] & ~sel[2] ) & E1[1]) | ((~sel[0] & sel[1] & ~sel[2] ) & E2[1]) | ((sel[0] & sel[1] & ~sel[2] ) & E3[1]) | ((~sel[0] & ~sel[1] & sel[2] ) & E4[1]));
assign S[2] = (((~sel[0] & ~sel[1] & ~sel[2] ) & E0[2]) | ((sel[0] & ~sel[1] & ~sel[2] ) & E1[2]) | ((~sel[0] & sel[1] & ~sel[2] ) & E2[2]) | ((sel[0] & sel[1] & ~sel[2] ) & E3[2]) | ((~sel[0] & ~sel[1] & sel[2] ) & E4[2]));
assign S[3] = (((~sel[0] & ~sel[1] & ~sel[2] ) & E0[3]) | ((sel[0] & ~sel[1] & ~sel[2] ) & E1[3]) | ((~sel[0] & sel[1] & ~sel[2] ) & E2[3]) | ((sel[0] & sel[1] & ~sel[2] ) & E3[3]) | ((~sel[0] & ~sel[1] & sel[2] ) & E4[3]));
assign S[4] = (((~sel[0] & ~sel[1] & ~sel[2] ) & E0[4]) | ((sel[0] & ~sel[1] & ~sel[2] ) & E1[4]) | ((~sel[0] & sel[1] & ~sel[2] ) & E2[4]) | ((sel[0] & sel[1] & ~sel[2] ) & E3[4]) | ((~sel[0] & ~sel[1] & sel[2] ) & E4[4]));
assign S[5] = (((~sel[0] & ~sel[1] & ~sel[2] ) & E0[5]) | ((sel[0] & ~sel[1] & ~sel[2] ) & E1[5]) | ((~sel[0] & sel[1] & ~sel[2] ) & E2[5]) | ((sel[0] & sel[1] & ~sel[2] ) & E3[5]) | ((~sel[0] & ~sel[1] & sel[2] ) & E4[5]));
assign S[6] = (((~sel[0] & ~sel[1] & ~sel[2] ) & E0[6]) | ((sel[0] & ~sel[1] & ~sel[2] ) & E1[6]) | ((~sel[0] & sel[1] & ~sel[2] ) & E2[6]) | ((sel[0] & sel[1] & ~sel[2] ) & E3[6]) | ((~sel[0] & ~sel[1] & sel[2] ) & E4[6]));
assign S[7] = (((~sel[0] & ~sel[1] & ~sel[2] ) & E0[7]) | ((sel[0] & ~sel[1] & ~sel[2] ) & E1[7]) | ((~sel[0] & sel[1] & ~sel[2] ) & E2[7]) | ((sel[0] & sel[1] & ~sel[2] ) & E3[7]) | ((~sel[0] & ~sel[1] & sel[2] ) & E4[7]));
assign S[8] = (((~sel[0] & ~sel[1] & ~sel[2] ) & E0[8]) | ((sel[0] & ~sel[1] & ~sel[2] ) & E1[8]) | ((~sel[0] & sel[1] & ~sel[2] ) & E2[8]) | ((sel[0] & sel[1] & ~sel[2] ) & E3[8]) | ((~sel[0] & ~sel[1] & sel[2] ) & E4[8]));
assign S[9] = (((~sel[0] & ~sel[1] & ~sel[2] ) & E0[9]) | ((sel[0] & ~sel[1] & ~sel[2] ) & E1[9]) | ((~sel[0] & sel[1] & ~sel[2] ) & E2[9]) | ((sel[0] & sel[1] & ~sel[2] ) & E3[9]) | ((~sel[0] & ~sel[1] & sel[2] ) & E4[9]));
assign S[10] = (((~sel[0] & ~sel[1] & ~sel[2] ) & E0[10]) | ((sel[0] & ~sel[1] & ~sel[2] ) & E1[10]) | ((~sel[0] & sel[1] & ~sel[2] ) & E2[10]) | ((sel[0] & sel[1] & ~sel[2] ) & E3[10]) | ((~sel[0] & ~sel[1] & sel[2] ) & E4[10]));
assign S[11] = (((~sel[0] & ~sel[1] & ~sel[2] ) & E0[11]) | ((sel[0] & ~sel[1] & ~sel[2] ) & E1[11]) | ((~sel[0] & sel[1] & ~sel[2] ) & E2[11]) | ((sel[0] & sel[1] & ~sel[2] ) & E3[11]) | ((~sel[0] & ~sel[1] & sel[2] ) & E4[11]));
assign S[12] = (((~sel[0] & ~sel[1] & ~sel[2] ) & E0[12]) | ((sel[0] & ~sel[1] & ~sel[2] ) & E1[12]) | ((~sel[0] & sel[1] & ~sel[2] ) & E2[12]) | ((sel[0] & sel[1] & ~sel[2] ) & E3[12]) | ((~sel[0] & ~sel[1] & sel[2] ) & E4[12]));
assign S[13] = (((~sel[0] & ~sel[1] & ~sel[2] ) & E0[13]) | ((sel[0] & ~sel[1] & ~sel[2] ) & E1[13]) | ((~sel[0] & sel[1] & ~sel[2] ) & E2[13]) | ((sel[0] & sel[1] & ~sel[2] ) & E3[13]) | ((~sel[0] & ~sel[1] & sel[2] ) & E4[13]));
assign S[14] = (((~sel[0] & ~sel[1] & ~sel[2] ) & E0[14]) | ((sel[0] & ~sel[1] & ~sel[2] ) & E1[14]) | ((~sel[0] & sel[1] & ~sel[2] ) & E2[14]) | ((sel[0] & sel[1] & ~sel[2] ) & E3[14]) | ((~sel[0] & ~sel[1] & sel[2] ) & E4[14]));
assign S[15] = (((~sel[0] & ~sel[1] & ~sel[2] ) & E0[15]) | ((sel[0] & ~sel[1] & ~sel[2] ) & E1[15]) | ((~sel[0] & sel[1] & ~sel[2] ) & E2[15]) | ((sel[0] & sel[1] & ~sel[2] ) & E3[15]) | ((~sel[0] & ~sel[1] & sel[2] ) & E4[15]));
assign S[16] = (((~sel[0] & ~sel[1] & ~sel[2] ) & E0[16]) | ((sel[0] & ~sel[1] & ~sel[2] ) & E1[16]) | ((~sel[0] & sel[1] & ~sel[2] ) & E2[16]) | ((sel[0] & sel[1] & ~sel[2] ) & E3[16]) | ((~sel[0] & ~sel[1] & sel[2] ) & E4[16]));
assign S[17] = (((~sel[0] & ~sel[1] & ~sel[2] ) & E0[17]) | ((sel[0] & ~sel[1] & ~sel[2] ) & E1[17]) | ((~sel[0] & sel[1] & ~sel[2] ) & E2[17]) | ((sel[0] & sel[1] & ~sel[2] ) & E3[17]) | ((~sel[0] & ~sel[1] & sel[2] ) & E4[17]));
assign S[18] = (((~sel[0] & ~sel[1] & ~sel[2] ) & E0[18]) | ((sel[0] & ~sel[1] & ~sel[2] ) & E1[18]) | ((~sel[0] & sel[1] & ~sel[2] ) & E2[18]) | ((sel[0] & sel[1] & ~sel[2] ) & E3[18]) | ((~sel[0] & ~sel[1] & sel[2] ) & E4[18]));
assign S[19] = (((~sel[0] & ~sel[1] & ~sel[2] ) & E0[19]) | ((sel[0] & ~sel[1] & ~sel[2] ) & E1[19]) | ((~sel[0] & sel[1] & ~sel[2] ) & E2[19]) | ((sel[0] & sel[1] & ~sel[2] ) & E3[19]) | ((~sel[0] & ~sel[1] & sel[2] ) & E4[19]));
assign S[20] = (((~sel[0] & ~sel[1] & ~sel[2] ) & E0[20]) | ((sel[0] & ~sel[1] & ~sel[2] ) & E1[20]) | ((~sel[0] & sel[1] & ~sel[2] ) & E2[20]) | ((sel[0] & sel[1] & ~sel[2] ) & E3[20]) | ((~sel[0] & ~sel[1] & sel[2] ) & E4[20]));
assign S[21] = (((~sel[0] & ~sel[1] & ~sel[2] ) & E0[21]) | ((sel[0] & ~sel[1] & ~sel[2] ) & E1[21]) | ((~sel[0] & sel[1] & ~sel[2] ) & E2[21]) | ((sel[0] & sel[1] & ~sel[2] ) & E3[21]) | ((~sel[0] & ~sel[1] & sel[2] ) & E4[21]));
assign S[22] = (((~sel[0] & ~sel[1] & ~sel[2] ) & E0[22]) | ((sel[0] & ~sel[1] & ~sel[2] ) & E1[22]) | ((~sel[0] & sel[1] & ~sel[2] ) & E2[22]) | ((sel[0] & sel[1] & ~sel[2] ) & E3[22]) | ((~sel[0] & ~sel[1] & sel[2] ) & E4[22]));
assign S[23] = (((~sel[0] & ~sel[1] & ~sel[2] ) & E0[23]) | ((sel[0] & ~sel[1] & ~sel[2] ) & E1[23]) | ((~sel[0] & sel[1] & ~sel[2] ) & E2[23]) | ((sel[0] & sel[1] & ~sel[2] ) & E3[23]) | ((~sel[0] & ~sel[1] & sel[2] ) & E4[23]));
assign S[24] = (((~sel[0] & ~sel[1] & ~sel[2] ) & E0[24]) | ((sel[0] & ~sel[1] & ~sel[2] ) & E1[24]) | ((~sel[0] & sel[1] & ~sel[2] ) & E2[24]) | ((sel[0] & sel[1] & ~sel[2] ) & E3[24]) | ((~sel[0] & ~sel[1] & sel[2] ) & E4[24]));
assign S[25] = (((~sel[0] & ~sel[1] & ~sel[2] ) & E0[25]) | ((sel[0] & ~sel[1] & ~sel[2] ) & E1[25]) | ((~sel[0] & sel[1] & ~sel[2] ) & E2[25]) | ((sel[0] & sel[1] & ~sel[2] ) & E3[25]) | ((~sel[0] & ~sel[1] & sel[2] ) & E4[25]));
assign S[26] = (((~sel[0] & ~sel[1] & ~sel[2] ) & E0[26]) | ((sel[0] & ~sel[1] & ~sel[2] ) & E1[26]) | ((~sel[0] & sel[1] & ~sel[2] ) & E2[26]) | ((sel[0] & sel[1] & ~sel[2] ) & E3[26]) | ((~sel[0] & ~sel[1] & sel[2] ) & E4[26]));
assign S[27] = (((~sel[0] & ~sel[1] & ~sel[2] ) & E0[27]) | ((sel[0] & ~sel[1] & ~sel[2] ) & E1[27]) | ((~sel[0] & sel[1] & ~sel[2] ) & E2[27]) | ((sel[0] & sel[1] & ~sel[2] ) & E3[27]) | ((~sel[0] & ~sel[1] & sel[2] ) & E4[27]));
assign S[28] = (((~sel[0] & ~sel[1] & ~sel[2] ) & E0[28]) | ((sel[0] & ~sel[1] & ~sel[2] ) & E1[28]) | ((~sel[0] & sel[1] & ~sel[2] ) & E2[28]) | ((sel[0] & sel[1] & ~sel[2] ) & E3[28]) | ((~sel[0] & ~sel[1] & sel[2] ) & E4[28]));
assign S[29] = (((~sel[0] & ~sel[1] & ~sel[2] ) & E0[29]) | ((sel[0] & ~sel[1] & ~sel[2] ) & E1[29]) | ((~sel[0] & sel[1] & ~sel[2] ) & E2[29]) | ((sel[0] & sel[1] & ~sel[2] ) & E3[29]) | ((~sel[0] & ~sel[1] & sel[2] ) & E4[29]));
assign S[30] = (((~sel[0] & ~sel[1] & ~sel[2] ) & E0[30]) | ((sel[0] & ~sel[1] & ~sel[2] ) & E1[30]) | ((~sel[0] & sel[1] & ~sel[2] ) & E2[30]) | ((sel[0] & sel[1] & ~sel[2] ) & E3[30]) | ((~sel[0] & ~sel[1] & sel[2] ) & E4[30]));
assign S[31] = (((~sel[0] & ~sel[1] & ~sel[2] ) & E0[31]) | ((sel[0] & ~sel[1] & ~sel[2] ) & E1[31]) | ((~sel[0] & sel[1] & ~sel[2] ) & E2[31]) | ((sel[0] & sel[1] & ~sel[2] ) & E3[31]) | ((~sel[0] & ~sel[1] & sel[2] ) & E4[31]));
endmodule
==> design notes <==
The flow ran to the end, and the final reports show no timing, DRC or antenna violations. Per the gpl log, the routability congestion estimate is 0.902. For the number of cells in the yosys synthesis report, the log shows 134.

The minimum clock period is 4.42 ns. The total global routing overflow was 0. The synthesized instance count is 134. Setup repair after global routing left no endpoint under its margin. The worst setup path is of the in -> out kind.

For the clock buffer instance count of the final layout, the log shows 0. The number of vias per cell was 5.15. The most frequently placed logic cell in the final layout was sky130_fd_sc_hd__clkdlybuf4s50_1.

The number of antenna violations at the first check in global routing was 0. Share of cells above drive strength 1: 3.15%. The critical path launch point type was an input pin. In this run the worst hold path is classified as in -> out. Measured along the x axis, the die boundary spans 94 um. Detailed routing inserted a total of 1992 vias. The power per cell area came out at 79.9 mW/mm^2. Per the detail_route report, DRC violations left total 0. Setup violations remaining at the end of the flow were counted as 0.

Entering global routing, the biggest net connects 22 pins. TritonRoute output was used to compute an average wire per cell of 22.6 um. In the final layout, the multi-input gates occupy 0.00102 sq mm.

In this run, the number of DRC markers left after iteration 0 of detailed routing was 79. Buffers added to address setup during post-CTS repair amount to 0. The chip occupies 0.00884 sq mm.

With the final hold violation count at 0, the number of port buffers is 195. The tools report the final antenna-violating net count as 0. Across every metal layer, demand over resource in global routing totals 18.4%. Number of flip-flops and latches: 0. The total number of warnings across the stage logs works out to 33. For reference, the final report shows the max-slew violation count at 0. STA puts the critical path data required time at 4.16 ns. The run gives 59.3% for the worst relative slew slack.

The logs give 195 for the number of ports placed on the die boundary and 0 sq um for the footprint of the flip-flops and latches. The logs give 2092 for the via count of the first global-routing pass and 8740 um for the final wirelength. From synthesis to final layout, the design area changed by 175%.

The final timing summary puts the cycle share of the worst path at 85.0%. According to the Yosys statistics, the synthesized design has a chip area of 0.00113 sq mm. For this run, the detailed router's first-pass iteration total came to 4. Data arrives at the worst endpoint at 3.38 ns.

The share of the synthesized area in the top cell type works out to 28.3%. Counting distinct cell types in the post-synthesis netlist gives 15. With the synthesized area per cell at 8.46 sq um, the count of standard-cell rows is 26.

The detailed placement HPWL was 7540 um. The detailed router put a total of 3490 um of wire on met1. Sequential cells were found to cover 0% of the synthesized design area.

Signal nets in the final route climb as high as met3. According to the floorplan report, the placeable core area is 0.00520 sq mm. In the final timing run, aggregate negative setup slack is 0 ns. In the routed netlist, the antenna diode instances number 0. The first-pass GRT wire length is 12700 um.

In this run the static leakage power is 1.16 nW. From bottom edge to top edge, the die measures 94 um. The floorplan utilization came out at 21.8%. After synthesis the cells add up to 0.00113 sq mm.

Looking at the VDD voltage map, the peak drop is 0.0000350 V. The post-route utilization of the core is recorded as 60.0%. The number of gates resized after CTS was 0. The main area contributors are sky130_fd_sc_hd__mux2i_1 (28%), sky130_fd_sc_hd__a221o_1 (19%), sky130_fd_sc_hd__o2bb2ai_1 (16%), sky130_fd_sc_hd__o221ai_1 (8.5%), sky130_fd_sc_hd__a22oi_1 (7.3%).

Fill cells in the final layout number 464. The tools report the number of warnings printed during yosys synthesis as 0. The post-CTS hold buffer count recorded in the log is 0. The most common logic cells in the final layout are sky130_fd_sc_hd__clkdlybuf4s50_1 (195), sky130_fd_sc_hd__mux2i_1 (32), sky130_fd_sc_hd__o2bb2ai_1 (21), sky130_fd_sc_hd__a221o_1 (21).

In the detailed route, the total length drawn on met2 is 4050 um. STA lists the maximum fanout along the critical path as 21. The run gives 0 as the total of max-cap violations. The cell type with the highest aggregate area in the netlist is sky130_fd_sc_hd__mux2i_1. Summed over all nets, wire length on met3 after detailed routing comes to 1200 um. The critical path capture point type is a primary output. Static timing analysis puts the maximum clock frequency at 226 MHz.

The actual transition at the worst max-transition pin came out at 0.609 ns.
==> power by group <==
part | total [W] | leakage, nW | internal [W] | switching, W
Sequential | 0 | 0 | 0 | 0
Clock | 0 | 0 | 0 | 0
Combinational | 0.000249 | 1.16 | 0.000184 | 0.0000651
Total | 0.000249 | 1.16 | 0.000184 | 0.0000651
==> final cells by class <==
cell class	count	share of cell area [%]
well taps	70	2.80
repair buffers	202	64.6
multi-input cells	115	32.6
==> worst paths after layout <==
kind	startpoint	to	cells past startpoint	slack (ns)
worst min-delay path	E3[2]	S[2]	4	3.08
worst max-delay path	sel[0]	S[20]	6	0.78
==> per-stage QoR <==
step	std cells	power [W]	hold WS [ns]	cell area (sq um)	worst slack, ns
floorplan	134	0.0000672	2.17	1130	2.32
global placement	387	0.000251	3.09	3120	0.807
detailed placement	387	0.000252	3.07	3120	0.760
CTS	387	0.000253	3.09	3120	0.766
global route	387	0.000268	3.13	3120	0.596
finish	387	0.000249	3.08	3120	0.781
==> synthesized netlist by cell type <==
cell	n
sky130_fd_sc_hd__nor3b_1	1
sky130_fd_sc_hd__o2bb2ai_1	21
sky130_fd_sc_hd__buf_6	4
sky130_fd_sc_hd__buf_2	9
sky130_fd_sc_hd__clkbuf_1	4
sky130_fd_sc_hd__nand3_1	11
sky130_fd_sc_hd__nor2b_4	1
sky130_fd_sc_hd__or2_1	2
sky130_fd_sc_hd__clkbuf_4	2
sky130_fd_sc_hd__nor2b_1	3
sky130_fd_sc_hd__mux2i_1	32
sky130_fd_sc_hd__and3b_4	1
sky130_fd_sc_hd__o221ai_1	11
sky130_fd_sc_hd__a221o_1	21
sky130_fd_sc_hd__a22oi_1	11
==> kinds of logic (layout without fill, tap and decap cells) <==
group,Yosys count,in the layout,share of synthesized area (%)
muxes,32,32,28.3
and+or+nand+nor,19,19,10.6
buffers and inverters,19,202,10.6
AOI/OAI and AO/OA,64,64,50.6
==> critical path, cell delays in order <==
cell and delay, ns:
sky130_fd_sc_hd__clkdlybuf4s50_1 0.82, sky130_fd_sc_hd__nor2b_4 0.40, sky130_fd_sc_hd__nor2b_1 0.17, sky130_fd_sc_hd__buf_4 0.28, sky130_fd_sc_hd__a221o_1 0.19, sky130_fd_sc_hd__clkdlybuf4s50_1 0.48
==> routing by layer <==
| metal | up-vias | track usage (%) |
|---|---|---|
| met4 | 0 | 0 |
| li1 | 956 | - |
| met1 | 909 | 21.8 |
| met2 | 127 | 31.3 |
| met5 | - | 0 |
| met3 | 0 | 8.72 |
Power and IR drop assume default switching activity.
