===== design/flow/constraint.sdc =====
current_design muxAluSrcB

set clk_period 5.2
set clk_io_pct 0.2

create_clock -name clk0 -period $clk_period

set non_clock_inputs [all_inputs -no_clocks]
set_input_delay [expr $clk_period * $clk_io_pct] -clock clk0 $non_clock_inputs
set_output_delay [expr $clk_period * $clk_io_pct] -clock clk0 [all_outputs]

===== design/flow/config.mk =====
export PLATFORM = sky130hd
export DESIGN_NAME = muxAluSrcB
export DESIGN_NICKNAME = muxAluSrcB
export VERILOG_FILES = /design/flow/design.v
export SDC_FILE = /design/flow/constraint.sdc
export NUM_CORES = 4
export LEC_CHECK = 1
export CORE_AREA = 10 10 84 84
export DIE_AREA = 0 0 94 94

===== design/flow/design.v =====
module muxAluSrcB (sel, S, E0, E1, E2, E3, E4);
input [2:0]sel;
input [31:0]E0;
input [31:0]E1;
input [31:0]E2;
input [31:0]E3;
input [31:0]E4;
output [31:0]S;
assign S[0] = (((~sel[0] & ~sel[1] & ~sel[2] ) & E0[0]) | ((sel[0] & ~sel[1] & ~sel[2] ) & E1[0]) | ((~sel[0] & sel[1] & ~sel[2] ) & E2[0]) | ((sel[0] & sel[1] & ~sel[2] ) & E3[0]) | ((~sel[0] & ~sel[1] & sel[2] ) & E4[0]));
assign S[1] = (((~sel[0] & ~sel[1] & ~sel[2] ) & E0[1]) | ((sel[0] & ~sel[1] & ~sel[2] ) & E1[1]) | ((~sel[0] & sel[1] & ~sel[2] ) & E2[1]) | ((sel[0] & sel[1] & ~sel[2] ) & E3[1]) | ((~sel[0] & ~sel[1] & sel[2] ) & E4[1]));
assign S[2] = (((~sel[0] & ~sel[1] & ~sel[2] ) & E0[2]) | ((sel[0] & ~sel[1] & ~sel[2] ) & E1[2]) | ((~sel[0] & sel[1] & ~sel[2] ) & E2[2]) | ((sel[0] & sel[1] & ~sel[2] ) & E3[2]) | ((~sel[0] & ~sel[1] & sel[2] ) & E4[2]));
assign S[3] = (((~sel[0] & ~sel[1] & ~sel[2] ) & E0[3]) | ((sel[0] & ~sel[1] & ~sel[2] ) & E1[3]) | ((~sel[0] & sel[1] & ~sel[2] ) & E2[3]) | ((sel[0] & sel[1] & ~sel[2] ) & E3[3]) | ((~sel[0] & ~sel[1] & sel[2] ) & E4[3]));
assign S[4] = (((~sel[0] & ~sel[1] & ~sel[2] ) & E0[4]) | ((sel[0] & ~sel[1] & ~sel[2] ) & E1[4]) | ((~sel[0] & sel[1] & ~sel[2] ) & E2[4]) | ((sel[0] & sel[1] & ~sel[2] ) & E3[4]) | ((~sel[0] & ~sel[1] & sel[2] ) & E4[4]));
assign S[5] = (((~sel[0] & ~sel[1] & ~sel[2] ) & E0[5]) | ((sel[0] & ~sel[1] & ~sel[2] ) & E1[5]) | ((~sel[0] & sel[1] & ~sel[2] ) & E2[5]) | ((sel[0] & sel[1] & ~sel[2] ) & E3[5]) | ((~sel[0] & ~sel[1] & sel[2] ) & E4[5]));
assign S[6] = (((~sel[0] & ~sel[1] & ~sel[2] ) & E0[6]) | ((sel[0] & ~sel[1] & ~sel[2] ) & E1[6]) | ((~sel[0] & sel[1] & ~sel[2] ) & E2[6]) | ((sel[0] & sel[1] & ~sel[2] ) & E3[6]) | ((~sel[0] & ~sel[1] & sel[2] ) & E4[6]));
assign S[7] = (((~sel[0] & ~sel[1] & ~sel[2] ) & E0[7]) | ((sel[0] & ~sel[1] & ~sel[2] ) & E1[7]) | ((~sel[0] & sel[1] & ~sel[2] ) & E2[7]) | ((sel[0] & sel[1] & ~sel[2] ) & E3[7]) | ((~sel[0] & ~sel[1] & sel[2] ) & E4[7]));
assign S[8] = (((~sel[0] & ~sel[1] & ~sel[2] ) & E0[8]) | ((sel[0] & ~sel[1] & ~sel[2] ) & E1[8]) | ((~sel[0] & sel[1] & ~sel[2] ) & E2[8]) | ((sel[0] & sel[1] & ~sel[2] ) & E3[8]) | ((~sel[0] & ~sel[1] & sel[2] ) & E4[8]));
assign S[9] = (((~sel[0] & ~sel[1] & ~sel[2] ) & E0[9]) | ((sel[0] & ~sel[1] & ~sel[2] ) & E1[9]) | ((~sel[0] & sel[1] & ~sel[2] ) & E2[9]) | ((sel[0] & sel[1] & ~sel[2] ) & E3[9]) | ((~sel[0] & ~sel[1] & sel[2] ) & E4[9]));
assign S[10] = (((~sel[0] & ~sel[1] & ~sel[2] ) & E0[10]) | ((sel[0] & ~sel[1] & ~sel[2] ) & E1[10]) | ((~sel[0] & sel[1] & ~sel[2] ) & E2[10]) | ((sel[0] & sel[1] & ~sel[2] ) & E3[10]) | ((~sel[0] & ~sel[1] & sel[2] ) & E4[10]));
assign S[11] = (((~sel[0] & ~sel[1] & ~sel[2] ) & E0[11]) | ((sel[0] & ~sel[1] & ~sel[2] ) & E1[11]) | ((~sel[0] & sel[1] & ~sel[2] ) & E2[11]) | ((sel[0] & sel[1] & ~sel[2] ) & E3[11]) | ((~sel[0] & ~sel[1] & sel[2] ) & E4[11]));
assign S[12] = (((~sel[0] & ~sel[1] & ~sel[2] ) & E0[12]) | ((sel[0] & ~sel[1] & ~sel[2] ) & E1[12]) | ((~sel[0] & sel[1] & ~sel[2] ) & E2[12]) | ((sel[0] & sel[1] & ~sel[2] ) & E3[12]) | ((~sel[0] & ~sel[1] & sel[2] ) & E4[12]));
assign S[13] = (((~sel[0] & ~sel[1] & ~sel[2] ) & E0[13]) | ((sel[0] & ~sel[1] & ~sel[2] ) & E1[13]) | ((~sel[0] & sel[1] & ~sel[2] ) & E2[13]) | ((sel[0] & sel[1] & ~sel[2] ) & E3[13]) | ((~sel[0] & ~sel[1] & sel[2] ) & E4[13]));
assign S[14] = (((~sel[0] & ~sel[1] & ~sel[2] ) & E0[14]) | ((sel[0] & ~sel[1] & ~sel[2] ) & E1[14]) | ((~sel[0] & sel[1] & ~sel[2] ) & E2[14]) | ((sel[0] & sel[1] & ~sel[2] ) & E3[14]) | ((~sel[0] & ~sel[1] & sel[2] ) & E4[14]));
assign S[15] = (((~sel[0] & ~sel[1] & ~sel[2] ) & E0[15]) | ((sel[0] & ~sel[1] & ~sel[2] ) & E1[15]) | ((~sel[0] & sel[1] & ~sel[2] ) & E2[15]) | ((sel[0] & sel[1] & ~sel[2] ) & E3[15]) | ((~sel[0] & ~sel[1] & sel[2] ) & E4[15]));
assign S[16] = (((~sel[0] & ~sel[1] & ~sel[2] ) & E0[16]) | ((sel[0] & ~sel[1] & ~sel[2] ) & E1[16]) | ((~sel[0] & sel[1] & ~sel[2] ) & E2[16]) | ((sel[0] & sel[1] & ~sel[2] ) & E3[16]) | ((~sel[0] & ~sel[1] & sel[2] ) & E4[16]));
assign S[17] = (((~sel[0] & ~sel[1] & ~sel[2] ) & E0[17]) | ((sel[0] & ~sel[1] & ~sel[2] ) & E1[17]) | ((~sel[0] & sel[1] & ~sel[2] ) & E2[17]) | ((sel[0] & sel[1] & ~sel[2] ) & E3[17]) | ((~sel[0] & ~sel[1] & sel[2] ) & E4[17]));
assign S[18] = (((~sel[0] & ~sel[1] & ~sel[2] ) & E0[18]) | ((sel[0] & ~sel[1] & ~sel[2] ) & E1[18]) | ((~sel[0] & sel[1] & ~sel[2] ) & E2[18]) | ((sel[0] & sel[1] & ~sel[2] ) & E3[18]) | ((~sel[0] & ~sel[1] & sel[2] ) & E4[18]));
assign S[19] = (((~sel[0] & ~sel[1] & ~sel[2] ) & E0[19]) | ((sel[0] & ~sel[1] & ~sel[2] ) & E1[19]) | ((~sel[0] & sel[1] & ~sel[2] ) & E2[19]) | ((sel[0] & sel[1] & ~sel[2] ) & E3[19]) | ((~sel[0] & ~sel[1] & sel[2] ) & E4[19]));
assign S[20] = (((~sel[0] & ~sel[1] & ~sel[2] ) & E0[20]) | ((sel[0] & ~sel[1] & ~sel[2] ) & E1[20]) | ((~sel[0] & sel[1] & ~sel[2] ) & E2[20]) | ((sel[0] & sel[1] & ~sel[2] ) & E3[20]) | ((~sel[0] & ~sel[1] & sel[2] ) & E4[20]));
assign S[21] = (((~sel[0] & ~sel[1] & ~sel[2] ) & E0[21]) | ((sel[0] & ~sel[1] & ~sel[2] ) & E1[21]) | ((~sel[0] & sel[1] & ~sel[2] ) & E2[21]) | ((sel[0] & sel[1] & ~sel[2] ) & E3[21]) | ((~sel[0] & ~sel[1] & sel[2] ) & E4[21]));
assign S[22] = (((~sel[0] & ~sel[1] & ~sel[2] ) & E0[22]) | ((sel[0] & ~sel[1] & ~sel[2] ) & E1[22]) | ((~sel[0] & sel[1] & ~sel[2] ) & E2[22]) | ((sel[0] & sel[1] & ~sel[2] ) & E3[22]) | ((~sel[0] & ~sel[1] & sel[2] ) & E4[22]));
assign S[23] = (((~sel[0] & ~sel[1] & ~sel[2] ) & E0[23]) | ((sel[0] & ~sel[1] & ~sel[2] ) & E1[23]) | ((~sel[0] & sel[1] & ~sel[2] ) & E2[23]) | ((sel[0] & sel[1] & ~sel[2] ) & E3[23]) | ((~sel[0] & ~sel[1] & sel[2] ) & E4[23]));
assign S[24] = (((~sel[0] & ~sel[1] & ~sel[2] ) & E0[24]) | ((sel[0] & ~sel[1] & ~sel[2] ) & E1[24]) | ((~sel[0] & sel[1] & ~sel[2] ) & E2[24]) | ((sel[0] & sel[1] & ~sel[2] ) & E3[24]) | ((~sel[0] & ~sel[1] & sel[2] ) & E4[24]));
assign S[25] = (((~sel[0] & ~sel[1] & ~sel[2] ) & E0[25]) | ((sel[0] & ~sel[1] & ~sel[2] ) & E1[25]) | ((~sel[0] & sel[1] & ~sel[2] ) & E2[25]) | ((sel[0] & sel[1] & ~sel[2] ) & E3[25]) | ((~sel[0] & ~sel[1] & sel[2] ) & E4[25]));
assign S[26] = (((~sel[0] & ~sel[1] & ~sel[2] ) & E0[26]) | ((sel[0] & ~sel[1] & ~sel[2] ) & E1[26]) | ((~sel[0] & sel[1] & ~sel[2] ) & E2[26]) | ((sel[0] & sel[1] & ~sel[2] ) & E3[26]) | ((~sel[0] & ~sel[1] & sel[2] ) & E4[26]));
assign S[27] = (((~sel[0] & ~sel[1] & ~sel[2] ) & E0[27]) | ((sel[0] & ~sel[1] & ~sel[2] ) & E1[27]) | ((~sel[0] & sel[1] & ~sel[2] ) & E2[27]) | ((sel[0] & sel[1] & ~sel[2] ) & E3[27]) | ((~sel[0] & ~sel[1] & sel[2] ) & E4[27]));
assign S[28] = (((~sel[0] & ~sel[1] & ~sel[2] ) & E0[28]) | ((sel[0] & ~sel[1] & ~sel[2] ) & E1[28]) | ((~sel[0] & sel[1] & ~sel[2] ) & E2[28]) | ((sel[0] & sel[1] & ~sel[2] ) & E3[28]) | ((~sel[0] & ~sel[1] & sel[2] ) & E4[28]));
assign S[29] = (((~sel[0] & ~sel[1] & ~sel[2] ) & E0[29]) | ((sel[0] & ~sel[1] & ~sel[2] ) & E1[29]) | ((~sel[0] & sel[1] & ~sel[2] ) & E2[29]) | ((sel[0] & sel[1] & ~sel[2] ) & E3[29]) | ((~sel[0] & ~sel[1] & sel[2] ) & E4[29]));
assign S[30] = (((~sel[0] & ~sel[1] & ~sel[2] ) & E0[30]) | ((sel[0] & ~sel[1] & ~sel[2] ) & E1[30]) | ((~sel[0] & sel[1] & ~sel[2] ) & E2[30]) | ((sel[0] & sel[1] & ~sel[2] ) & E3[30]) | ((~sel[0] & ~sel[1] & sel[2] ) & E4[30]));
assign S[31] = (((~sel[0] & ~sel[1] & ~sel[2] ) & E0[31]) | ((sel[0] & ~sel[1] & ~sel[2] ) & E1[31]) | ((~sel[0] & sel[1] & ~sel[2] ) & E2[31]) | ((sel[0] & sel[1] & ~sel[2] ) & E3[31]) | ((~sel[0] & ~sel[1] & sel[2] ) & E4[31]));
endmodule

===== design/flow/run.sh =====
#!/bin/bash
# OpenROAD 26Q1-2900-gdf79404cd8, Yosys 0.63+post, stock flow scripts
make -C /OpenROAD-flow-scripts/flow DESIGN_CONFIG=/design/flow/config.mk WORK_HOME=/design/flow/orfs finish

==> flow_summary.json <==
{
  "fin_util_pct": 60.0,
  "drt_wl_total_microns": 8740,
  "wl_per_cell_microns": 22.6,
  "placed_cells": 387,
  "stdcell_count": 387,
  "antenna_cells": 0,
  "startpoint": "sel[0]",
  "synthDominantCellAreaShare_pct": 28.3,
  "endpoint": "S[20]",
  "max-cap-violations": 0,
  "startpoint_type": "input pin",
  "grtUsageTotal_pct": 18.4,
  "post_cts_buffers": 0,
  "drive_gt1_share_pct": 3.15,
  "ys_top_cells_by_area": "mux2i_1 28%, a221o_1 19%, o2bb2ai_1 16%",
  "whs_path_depth": 4,
  "powerDensity_mw_per_mm2": 79.9,
  "grt_max_degree": 22,
  "period_needed_ns": 4.42,
  "yosys_warnings": 0,
  "die_w_microns": 94,
  "synthAoiAreaFrac_pct": 50.6,
  "grt.overflow.total": 0,
  "drtIter0Drc": 79,
  "max_slew.worst_pin.slew_ns": 0.609,
  "setup_viol": 0,
  "warnings": 33,
  "first_pass_iters": 4,
  "fin_crit_sh_pct": 85.0,
  "ys_cells": 134,
  "syn_area_sq_mm": 0.00113,
  "simple_gate_share_pct": 10.6,
  "xor_share_pct": 0,
  "synthMuxAreaShare_pct": 28.3,
  "grt_pass1_vias": 2092,
  "hp-class": "input pin to output port",
  "design.portCount": 195,
  "coreArea_sq_mm": 0.00520,
  "ys_area_sq_mm": 0.00113,
  "finalWeightedCongestion": 0.902,
  "power_mw": 0.249,
  "max_freq_mhz": 226,
  "hold_viol": 0,
  "syn_to_final_growth_pct": 175,
  "largest_area_cell": "mux2i_1",
  "clock_buffers": 0,
  "antenna_found_initial": 0,
  "synth.avg_cell_area_sq_um": 8.46,
  "slew_viol_final": 0,
  "die_y_microns": 94,
  "port_buffers": 195,
  "grt_pass1_wl_microns": 12700,
  "post_cts_resized": 0,
  "ys_seq_share_pct": 0,
  "drcViolationCount": 0,
  "setup_tns_ns": 0,
  "die_area_sq_mm": 0.00884,
  "lay_top_count": "clkdlybuf4s50_1",
  "routed_via_density": 5.15,
  "flop-count": 0,
  "final_cell_mix": "195 x clkdlybuf4s50_1, 32 x mux2i_1, 21 x o2bb2ai_1, 21 x a221o_1",
  "fp_util_pct": 21.8,
  "seqCellArea_sq_um": 0,
  "p_leak_nw": 1.16,
  "dpl_cell_area_sq_mm": 0.00312,
  "syn_inst": 134,
  "rsz0062_at_grt": "no",
  "critical_path.max_fanout": 21,
  "hpwl_microns": 7540,
  "finalInstanceArea_sq_mm": 0.00312,
  "max-vdd-ir-drop_mv": 0.0350,
  "critPathKind": "input pin to output port",
  "topCombFamilyByArea": "AND-OR/OR-AND gates",
  "synth_cell_types": 15,
  "ant_nets": 0,
  "arrival_ns": 3.38,
  "worstPathRequired_ns": 4.16,
  "slew_headroom_pct": 59.3,
  "num_vias": 1992,
  "end_kind": "output port",
  "std_cell_rows": 26,
  "status": "finished clean",
  "cts_hold_buf": 0,
  "adder_share_pct": 0
}
-- per-layer routing --
| layer | track usage [%] | share of wire, % | wire length [microns] | vias up |
|---|---|---|---|---|
| met5 | 0 | 0 | 0 | - |
| met3 | 8.72 | 14 | 1200 | 0 |
| met4 | 0 | 0 | 0 | 0 |
| met2 | 31.3 | 46 | 4050 | 127 |
| met1 | 21.8 | 40 | 3490 | 909 |
| li1 | - | - | - | 956 |
-- synthesized netlist by cell type --
master,n
a221o_1,21
a22oi_1,11
and3b_4,1
buf_2,9
buf_6,4
clkbuf_1,4
clkbuf_4,2
mux2i_1,32
nand3_1,11
nor2b_1,3
nor2b_4,1
nor3b_1,1
o221ai_1,11
o2bb2ai_1,21
or2_1,2
-- report_power, final --
part | internal, mW | total (mW) | leakage [nW] | switching, mW
sequential | 0 | 0 | 0 | 0
combinational | 0.184 | 0.249 | 1.16 | 0.0651
clock | 0 | 0 | 0 | 0
-- per-stage QoR --
stage,setup slack (ns),hold slack [ns]
floorplan,2.32,2.17
global placement,0.807,3.09
detailed placement,0.760,3.07
CTS,0.766,3.09
global route,0.596,3.13
finish,0.781,3.08
-- worst max-delay path, stage by stage --
cell and delay, ns:
clkdlybuf4s50_1 0.82, nor2b_4 0.40, nor2b_1 0.17, buf_4 0.28
a221o_1 0.19, clkdlybuf4s50_1 0.48
-- final cells by class --
| cell class | instances | area [sq um] |
|---|---|---|
| Multi-Input combinational cell | 115 | 1020 |
| Fill cell | 464 | 2080 |
| Timing Repair Buffer | 202 | 2020 |
| Tap cell | 70 | 87.6 |
-- worst min path at each step --
| stage | start | end | slack (ns) |
|---|---|---|---|
| after CTS | E3[2] | S[2] | 3.09 |
| after global routing | E3[18] | S[18] | 3.13 |
| final | E3[2] | S[2] | 3.08 |
-- kinds of logic (layout without fill, tap and decap cells) --
logic type | count (synthesis) | after routing
AND/OR/NAND/NOR | 19 | 19
AND-OR/OR-AND | 64 | 64
multiplexers | 32 | 32
buffers and inverters | 19 | 202
Power and IR drop assume default switching activity.
